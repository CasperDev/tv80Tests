===== design/flow/run.sh =====
#!/bin/bash
# OpenROAD 26Q1-2900-gdf79404cd8, Yosys 0.63+post, stock flow scripts
make -C /OpenROAD-flow-scripts/flow DESIGN_CONFIG=/design/flow/config.mk WORK_HOME=/design/flow/orfs finish

===== design/flow/config.mk =====
export PLATFORM = sky130hd
export DESIGN_NAME = alu_add
export DESIGN_NICKNAME = alu_add
export VERILOG_FILES = /design/flow/design.v
export SDC_FILE = /design/flow/constraint.sdc
export NUM_CORES = 4
export LEC_CHECK = 1
export CORE_AREA = 10 10 70 70
export DIE_AREA = 0 0 80 80

===== design/flow/constraint.sdc =====
current_design alu_add

set clk_period 6.8
set clk_io_pct 0.2

create_clock -name clk0 -period $clk_period

set non_clock_inputs [all_inputs -no_clocks]
set_input_delay [expr $clk_period * $clk_io_pct] -clock clk0 $non_clock_inputs
set_output_delay [expr $clk_period * $clk_io_pct] -clock clk0 [all_outputs]

===== design/flow/design.v =====
module alu_add(
    input logic [7:0] BusA, BusB,
    input logic [7:0] F_in,
    output logic [7:0] F_Out, Q_t
);
    parameter		Flag_C = 0;
    parameter		Flag_N = 1;
    parameter		Flag_P = 2;
    parameter		Flag_X = 3;
    parameter		Flag_H = 4;
    parameter		Flag_Y = 5;
    parameter		Flag_Z = 6;
    parameter		Flag_S = 7;
    logic HalfCarry_v, OverFlow_v, Carry_v, Carry7_v;
always@(*) begin
    { HalfCarry_v, Q_t[3:0] } = {1'b0, BusA[3:0]} + {1'b0, BusB[3:0]};
    { Carry7_v, Q_t[6:4] } = {1'b0, BusA[6:4]} + {1'b0, BusB[6:4]} + {3'h0, HalfCarry_v};
    { Carry_v, Q_t[7] } = { 1'b0, BusA[7]} + {1'b0, BusB[7]} + {1'h0, Carry7_v};
    OverFlow_v = Carry_v ^ Carry7_v;
end
always@(*) begin
    F_Out[Flag_C] <= Carry_v;
    F_Out[Flag_N] <= 1'b0;
    F_Out[Flag_H] <= HalfCarry_v;
    F_Out[Flag_P] <= OverFlow_v;
    F_Out[Flag_X] <= Q_t[3];
    F_Out[Flag_Y] <= Q_t[5];
    F_Out[Flag_Z] <= &(~Q_t);
    F_Out[Flag_S] <= Q_t[7];
end
endmodule

==> qor.csv <==
stage,metric,value,unit
outcome,run_status,"complete, no violations",
grt,grt_use_total,3.431,%
logic_synthesis,synth.top_cell.area_share,21.99,%
cts,post_cts_buffers,0,
critical_path,path_cells,clkdlybuf4s50_1 > ha_1 > inv_1 > fa_1 > nor2b_1 > o21ai_0 > nor2b_1 > fa_1 > inv_1 > a21o_1 > a21oi_1 > fa_1 > nand4_1 > nor4_2 > clkdlybuf4s50_1,
hold_path,worstHoldStart,BusB[0],
critical_path,cp.required,5.44,ns
power_and_ir_drop,p_seq_share,0,%
logic_synthesis,yosysWarnings,1,
logic_synthesis,synth_area,364.1,um2
place,numPortBuffers,31,
finish,area_delta_synth_final,86.60,%
sta,layout_setup_ws,0.6422,ns
sta,setup_viol,0,
logic_synthesis,top_area_cell,fa_1,
critical_path,start_kind,input pin,
sta,max_clock_freq,0.1624,GHz
finish,clkbuf_count,0,
power_and_ir_drop,p_leak,0.3053,nW
floorplan,fp_util,10.66,%
critical_path,critical_path.endpoint_type,output pin,
drt,vias_per_cell,2.930,
hold_path,hold_end,Q_t[0],
drt,drc_errors,0,
logic_synthesis,yosys.cell_count.top_type,inv_1,
power_and_ir_drop,net-switching-power,0.01992,mW
finish,stdcell_area,679.4,um2
finish,drive_gt1_share,2.899,%
critical_path,cp_slowest_stage_delay,0.54,ns
floorplan,row_count,21,
drt,vias,337,
floorplan,die_area,6400,um2
logic_synthesis,synthCells,45,
place,dp_slack,0.5818,ns
grt,grt_pass1_wl,1807,um
place,postPlaceCellArea,679.4,um2
sta,finalHoldViolations,0,
critical_path,worstPathArrival,4.80,ns
drt,firstDrtPassIters,2,
floorplan,pin_count,40,
logic_synthesis,ys_cells,45,
cts,cts_resized,0,
finish,stdcell_count,115,
drt,wl_per_cell,9.774,um
cts,cts_hold_buf,0,
grt,gr-total-overflow,0,
logic_synthesis,ys_seq_share,0,%
logic_synthesis,netlist_top_cells_count,"inv_1 (13), buf_4 (7), ha_1 (6)",
logic_synthesis,postSynthAreaPerCell,8.091,um2
power_and_ir_drop,powerDensity,93.72,nW/um2
critical_path,critPathMostFrequentCell,fa_1,
sta,fin_crit,6.158,ns
floorplan,die_y,80,um
finish,regArea,0,um2
power_and_ir_drop,p_comb_share,100.0,%
hold_path,hold_depth,3,
place,dp.cells,115,
critical_path,critPathLaunch,BusA[0],
logic_synthesis,ys_types,15,
drt,n_antenna_cell,0,
drt,ant_nets,0,
job,max_cap_violations,0,
logic_synthesis,yosys_area,364.1,um2
sta,min_period_over_period,90.56,%
floorplan,die_w,80,um
power_and_ir_drop,swShare,31.28,%
sta,rsz0062_at_grt,false,
power_and_ir_drop,intPower,0.04376,mW
grt,grt_max_degree,4,
finish,fillers,370,
critical_path,slowest_stage,fa_1,
drt,drtIter0Drc,3,
floorplan,core,3416,um2
critical_path,path_class,in2out,
sta,setup_tns,0,ns
finish,flops,0,
sta,maxSlewViolCount,0,
critical_path,crit_path_max_fanout,2,
drt,routed_wl,1124,um
place,gp_congestion,0.7705,
logic_synthesis,ys_top_cells_by_area,"fa_1 (22%), ha_1 (21%), buf_4 (14%)",
hold_path,hold_class,in2out,
power_and_ir_drop,p_clk_share,0,%
job,tool_warnings,40,
power_and_ir_drop,ir_worst_vdd,11.72,uV
place,dp_hpwl,1104,um
grt,antenna_found_initial,0,
grt,grt_pass1_vias,357,
[power groups by stage]
stage	sequential [mW]	clock (mW)	combinational, mW
after CTS	0	0	0.0665
after global routing	0	0	0.0720
final	0	0	0.0637
[routing by layer]
layer | routed length (um) | vias up | GRT usage [%]
met3 | 172 | 0 | 1.705
met4 | 0 | 0 | 0
met2 | 578 | 14 | 6.180
met5 | 0 | - | 0
met1 | 372 | 146 | 3.733
li1 | - | 177 | -
[how the worst max path moves through the flow]
stage,to,depth (start not counted)
5_1_grt,F_Out[6],15
4_1_cts,F_Out[6],15
6_report,F_Out[6],15
[cells by family (layout without fill, tap and decap cells)]
kind of cell / after synthesis / after routing / share of synthesized area [%]
xor+xnor: 4 / 4 / 9.624
fa+ha+maj: 10 / 10 / 42.61
compound gates: 5 / 5 / 9.275
simple gates: 5 / 5 / 9.621
buf+inv: 20 / 44 / 27.84
other cells: 1 / 1 / 1.030
[cell usage in the layout, fill, tap and decap left out]
cell             count
a21o_1               2
a21oi_1              1
a21oi_2              1
clkdlybuf4s50_1     31
conb_1               1
fa_1                 4
ha_1                 6
inv_1               13
nand4_1              1
nor2_1               1
nor2b_1              2
nor4_2               1
o21ai_0              1
xnor2_1              3
xor2_1               1
[area by class of cell]
class / instances / area (um2) / share of cell area, %
Timing Repair Buffer: 31 / 310.3 / 45.67
Inverter: 13 / 48.80 / 7.182
Multi-Input combinational cell: 25 / 262.8 / 38.67
Tap cell: 46 / 57.56 / 8.471
[worst max-delay path: cells and delay by family]
family,cells,cell delay [ns]
AND/OR/NAND/NOR,4,0.56
adder cells (fa/ha/maj),4,1.48
buffers and inverters,4,1.12
AND-OR/OR-AND,3,0.27
[stage by stage]
step	power, mW	util, %	hold slack (ns)
after floorplan	0.02833	-	2.812
after global placement	0.06604	19.89	3.785
after detailed placement	0.06595	19.89	3.791
after CTS	0.06647	19.89	3.791
after global routing	0.07205	19.89	3.825
final	0.06368	19.89	3.780
No activity file was given, so power comes from the tool's default toggle rates.
